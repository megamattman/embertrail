### flow/run.sh
#!/bin/bash
# OpenROAD 26Q1-2900-gdf79404cd8, Yosys 0.63+post, stock flow scripts
make -C /OpenROAD-flow-scripts/flow DESIGN_CONFIG=/design/flow/config.mk WORK_HOME=/design/flow/orfs finish
### flow/design.v
module alu (
  input wire iClock,
  input wire iReset,
  input wire [15:0] iOperandA,
  input wire [15:0] iOperandB,
  input wire [4:0] iOperation,
  output wire [15:0] oAluResult
);
  reg [15:0]
    aluOutput_d,
	 aluOutput_q;
  assign oAluResult = aluOutput_q;
  always@* begin
  case (iOperation)
  5'b00001:
    begin
	   aluOutput_d = iOperandA + iOperandB;  
    end
	5'b00010:
	  begin
	    aluOutput_d = iOperandA ^ iOperandB;
	  end
	5'b00100:
	  begin
	    aluOutput_d = iOperandA | iOperandB;
	  end
	 5'b01000:
	   begin
		  aluOutput_d = ~iOperandA;
		end
	  5'b10000:
	    begin
		   aluOutput_d = iOperandA & iOperandB;
		 end
	  default:
	    begin
		   aluOutput_d = iOperandB;
		 end	
  endcase
  end
    always@(posedge iClock) begin
	   if (iReset) begin
		  aluOutput_q <= 0;
		end
		else begin		  
	     aluOutput_q <= aluOutput_d;
		end
	 end
endmodule
### flow/constraint.sdc
current_design alu

set clk_period 9.5
set clk_io_pct 0.2

create_clock -name clk0 -period $clk_period [get_ports {iClock}]

set non_clock_inputs [all_inputs -no_clocks]
set_input_delay [expr $clk_period * $clk_io_pct] -clock clk0 $non_clock_inputs
set_output_delay [expr $clk_period * $clk_io_pct] -clock clk0 [all_outputs]
### flow/config.mk
export PLATFORM = sky130hd
export DESIGN_NAME = alu
export DESIGN_NICKNAME = alu
export VERILOG_FILES = /design/flow/design.v
export SDC_FILE = /design/flow/constraint.sdc
export NUM_CORES = 4
export LEC_CHECK = 1
export CORE_AREA = 10 10 113 113
export DIE_AREA = 0 0 123 123
==> Slide: Implementation Results <==
Implementation Results

Outcome
  – Status: finished, final reports clean

Route
  – Wire per inst: 15.6 um
  – Metal2 WL: 3530 um
  – Residual DRC: 0
  – Antenna Nets Post-Route: 0
  – Vias: 2,363
  – Top layer in use: met4
  – WL met1: between 3000 and 4000 um
  – Final wirelength: approximately 7500 um
  – Iter 0 DRT Violations: 130
  – Met3 Wirelength: ~430 um
  – Pre-Repair DR Iteration Count: 4
  – ANT cells: 0
  – Vias per cell: 4.92

Power and ir drop
  – Leakage power: roughly 0.0013 uW
  – Net Sw Frac: 35.3%
  – Combinational share of power: 42.8%
  – Total Power: 250 uW
  – PwrDens: 85.0 nW/um^2
  – Clock share of power: between 20% and 30%
  – Sequential Power Share: 29.9%
  – Switching power: around 88 uW
  – Worst VDD drop: approximately 0.000052 V
  – P_int: 162 uW

Place
  – Post-DP HPWL: 5710 um
  – Count of input and output buffers: 54
  – Placer Congestion: 0.896
  – Placed Instance Area: 2880 sq um

Die
  – Ports: 55
  – Initial core utilization: 21.7%
  – # rows: 37
  – Core Area: 10,300 sq um
  – Die X: 123 um
  – Die Area: around 15,000 sq um
  – Die Y-Extent: 123 um

CTS
  – CTS Hold Bufs: 0
  – Clock-pin slew on the worst setup and hold paths: 0.09 ns
  – CTS Buf Count: 3
  – Clk root buf: clkbuf_8
  – Post-CTS sizing: 0
  – CTS tree: built
  – CTS Sinks: 16
  – H-tree Lvls: 1
  – Post-CTS Setup Bufs: 0
  – Worst-case clock buffer depth: 2

GRT
  – First-pass GRT wire length: 11,900 um
  – GRT Residual Overflow: 0
  – All-layer global routing usage: 9.82%
  – Largest net degree at the start of global routing: 24
  – Vias in the first global route: 2,254
  – Number of antenna violations at the first check in global routing: 0

Final timing
  – RSZ-0062 raised after global routing: no
  – Period utilization: roughly 43%
  – Worst-Margin Slew: between 0.8 and 0.9 ns
  – Slew Limit Headroom: between 40 and 50%
  – Final Hold Violation Tally: 0
  – Fmax: approximately 250 MHz
  – Final Max Tran Viols: 0
  – Final min period: slightly above 4 ns
  – Endpoints failing setup: 0
  – Hold slack: 2.27 ns
  – Fin Setup TNS: 0 ns

Flow run
  – Tool warning count: 41
  – Max cap viols: 0

Logic synthesis
  – Cell area after synthesis: 2240 sq um
  – Registers, synthesis: 16
  – Yosys Instances: 303
  – Yosys Chip Area: approximately 2200 sq um
  – Seq share, synth: 14.3%
  – Synth area leaders: ha_1, dfxtp_1, inv_1, a21oi_1, o2bb2ai_1
  – Top_reg_cell synth: dfxtp_1
  – Top cell area share: between 10% and 20%
  – Synth cell types: 56
  – Synth area leader: ha_1
  – EDFF count, synth: 0
  – Synthesized area per cell: ~7.4 sq um
  – Cells after Synth: 303
  – Async set-reset flop share out of synthesis: 0%
  – Yosys warns: 1

Layout
  – Final Core Density: 28.5%
  – Layout cells sized above 1: 3.49%
  – Top Registers: aluOutput_q x16
  – Largest reg by FF count: aluOutput_q
  – Max FFs per register: 16
  – Most frequent cells in the layout: clkdlybuf4s50_1, inv_1, ha_1
  – Fin area: between 2000 and 3000 sq um
  – Layout area overhead: 31.2%
  – Most frequent logic cell in the layout: clkdlybuf4s50_1

Worst setup path
  – Cell family with most CP delay: AND-OR/OR-AND gates
  – CP bufs+invs: 2
  – Crit. path cell count: 8
  – Slowest cell delay on critical path: 0.56 ns
  – Critical path endpoint category: flop
  – WP data arrival: 4.27 ns
  – Startpoint Class: input pin
  – Critical-path cell list: clkdlybuf4s50_1 -> inv_1 -> ha_1 -> a211oi_1 -> o21ai_1 -> and3_1 -> or4_1 -> o211ai_1
  – Worst Path Max Fanout: 5
  – Critical path class: in2reg
  – Slowest stage cell, crit path: clkdlybuf4s50_1
  – CP required: 9.70 ns

Worst hold path
  – Hold Path Depth: 3
  – Worst hold path class: in2reg
-- power by group through the flow --
stage,clock network [uW],logic [uW],registers [uW]
6_report,68.4,107,74.6
4_1_cts,70.4,107,74.9
5_1_grt,72.6,120,75.5
-- worst min-delay path: stages --
cell	delay, ns
clkdlybuf4s50_1	0.43
inv_1	0.08
a211oi_1	0.06
-- cells in the mapped netlist (4+ instances only) --
cell and count:
dfxtp_1 16, a31oi_1 5, nor3_1 9, a2111oi_0 4, nor4_1 4, inv_1 35
a211oi_1 6, a21o_1 7, o2bb2ai_1 8, nand4_1 4, nand2_1 15, and3_1 8
a21oi_1 17, nand3_1 13, nor2_1 18, o21ai_0 11, and2_1 6, ha_1 32
o22ai_1 7, o211ai_1 4, clkbuf_1 15
-- cell families (layout without fill, tap and decap cells) --
| logic type | Yosys count | in the layout | share of synthesized area (%) |
|---|---|---|---|
| flip-flops | 16 | 16 | 14.3 |
| AND/OR/NAND/NOR | 95 | 95 | 23.1 |
| adder cells (fa/ha/maj) | 33 | 33 | 18.8 |
| buffers and inverters | 54 | 95 | 9.55 |
| AND-OR/OR-AND | 101 | 101 | 32.5 |
| XOR/XNOR | 1 | 1 | 0.391 |
| multiplexers | 3 | 3 | 1.34 |
-- cell type report --
| type | instances | area, sq um |
|---|---|---|
| Clock buffer | 4 | 55.1 |
| Sequential cell | 16 | 320 |
| Timing Repair Buffer | 56 | 556 |
| Inverter | 35 | 131 |
| Tap cell | 136 | 170 |
| Multi-Input combinational cell | 233 | 1710 |
| Fill cell | 1110 | 7390 |
-- path summary, 6_finish.rpt --
| kind | startpoint | to | slack, ns |
|---|---|---|---|
| max | iOperandA[1] | aluOutput_q[11] | 5.43 |
| min | iOperandB[3] | aluOutput_q[3] | 2.27 |
-- routing by layer --
| metal | global-route usage, % | vias up |
|---|---|---|
| met5 | 0 | - |
| met1 | 13.4 | 1084 |
| li1 | - | 1210 |
| met3 | 2.17 | 4 |
| met4 | 0.801 | 0 |
| met2 | 16.3 | 65 |
-- per-stage QoR --
step | std cells | worst slack, ns
3_3_place_gp | 476 | 5.22
4_1_cts | 480 | 5.46
6_report | 480 | 5.43
5_1_grt | 480 | 5.23
2_1_floorplan | 303 | 5.96
3_5_place_dp | 476 | 5.20
Power and IR drop assume default switching activity.
