<file path="flow/constraint.sdc">
current_design register_file

set clk_period 4.3
set clk_io_pct 0.2

create_clock -name clk0 -period $clk_period [get_ports {iClock}]

set non_clock_inputs [all_inputs -no_clocks]
set_input_delay [expr $clk_period * $clk_io_pct] -clock clk0 $non_clock_inputs
set_output_delay [expr $clk_period * $clk_io_pct] -clock clk0 [all_outputs]
</file>
<file path="flow/design.v">
module register_file (
  input wire iClock,
  input wire iReset,
  input wire  iReadPort1A,
  input wire  iReadPort1B,
  input wire  iReadPort2A,
  input wire  iReadPort2B,
  input wire  iWritePort1,
  input wire  iWritePort2,
  input wire [4:0] iRegReadSel1A,
  input wire [4:0] iRegReadSel1B,
  input wire [4:0] iRegReadSel2A,
  input wire [4:0] iRegReadSel2B,
  output wire [15:0] oRead1AData,
  output wire [15:0] oRead1BData,
  output wire [15:0] oRead2AData,
  output wire [15:0] oRead2BData,
	input wire [20:0] iRegWrite1,
	input wire [20:0] iRegWrite2
);
reg [15:0] 
  r_q [31:0],
  r_d [31:0],
  readData1A_o = 0,
  readData1B_o = 0,
  readData2A_o = 0,
  readData2B_o = 0;
reg [5:0]
  i = 0;
assign oRead1AData = readData1A_o;
assign oRead1BData = readData1B_o;
assign oRead2AData = readData2A_o;
assign oRead2BData = readData2B_o;
  always@(*) begin : readReg_l
	 readData1A_o = 0;
	 readData1B_o = 0;
	 readData2A_o = 0;
	 readData2B_o = 0;
    if (iReadPort1A) begin
	   readData1A_o = r_q[iRegReadSel1A];		
	 end	 
    else begin
      readData1A_o = 0;	 
    end	 
	 if (iReadPort1B) begin
	   readData1B_o = r_q[iRegReadSel1B];		
	 end
	 else begin
	   readData1B_o = 0;
    end 
	 if (iReadPort2A) begin
	   readData2A_o = r_q[iRegReadSel2A];			
	 end
	 else begin
	   readData2A_o = 0;
    end
	 if (iReadPort2B) begin
	   readData2B_o = r_q[iRegReadSel2B];
    end
    else begin
	   readData2B_o = 0;
    end
  end
  always@(*) begin : writeReg_l
	 if (iWritePort1) begin
	   r_d[iRegWrite1[20:16]] = iRegWrite1[15:0];
	 end
	 else begin
		r_d[iRegWrite1[20:16]] = r_q[iRegWrite1[20:16]];
	 end
	 if (iWritePort2) begin
	   r_d[iRegWrite2[20:16]] = iRegWrite2[15:0];
	 end
	 else begin
		r_d[iRegWrite2[20:16]] = r_q[iRegWrite2[20:16]];
	 end	   
  end
  always@(posedge iClock) begin : registerClock_l     
    if (iReset)begin
	   r_q[1] <= 0;
	   r_q[2] <= 0;
	   r_q[3] <= 0;
	   r_q[4] <= 0;
	   r_q[5] <= 0;
	   r_q[6] <= 0;
	   r_q[7] <= 0;
	   r_q[8] <= 0;
	   r_q[9] <= 0;
	   r_q[10] <= 0;
	   r_q[11] <= 0;
	   r_q[12] <= 0;
	   r_q[13] <= 0;
	   r_q[14] <= 0;
	   r_q[15] <= 0;
	   r_q[16] <= 0;
	   r_q[17] <= 0;
	   r_q[18] <= 0;
	   r_q[19] <= 0;
	   r_q[20] <= 0;
	   r_q[21] <= 0;
	   r_q[22] <= 0;
	   r_q[23] <= 0;
	   r_q[24] <= 0;
	   r_q[25] <= 0;
	   r_q[26] <= 0;
	   r_q[27] <= 0;
	   r_q[28] <= 0;
	   r_q[29] <= 0;
	   r_q[30] <= 0;
	   r_q[31] <= 0;
	 end
	 else begin
	   r_q[1] <= r_d[1];
	   r_q[2] <= r_d[2];
	   r_q[3] <= r_d[3];
	   r_q[4] <= r_d[4];
	   r_q[5] <= r_d[5];
	   r_q[6] <= r_d[6];
	   r_q[7] <= r_d[7];
	   r_q[8] <= r_d[8];
	   r_q[9] <= r_d[9];
	   r_q[10] <= r_d[10];
	   r_q[11] <= r_d[11];
	   r_q[12] <= r_d[12];
	   r_q[13] <= r_d[13];
	   r_q[14] <= r_d[14];
	   r_q[15] <= r_d[15];
	   r_q[16] <= r_d[16];
	   r_q[17] <= r_d[17];
	   r_q[18] <= r_d[18];
	   r_q[19] <= r_d[19];
	   r_q[20] <= r_d[20];
	   r_q[21] <= r_d[21];
	   r_q[22] <= r_d[22];
	   r_q[23] <= r_d[23];
	   r_q[24] <= r_d[24];
	   r_q[25] <= r_d[25];
	   r_q[26] <= r_d[26];
	   r_q[27] <= r_d[27];
	   r_q[28] <= r_d[28];
	   r_q[29] <= r_d[29];
	   r_q[30] <= r_d[30];
	   r_q[31] <= r_d[31];
	 end	 
  end	 
endmodule
</file>
<file path="flow/run.sh">
#!/bin/bash
# OpenROAD 26Q1-2900-gdf79404cd8, Yosys 0.63+post, stock flow scripts
make -C /OpenROAD-flow-scripts/flow DESIGN_CONFIG=/design/flow/config.mk WORK_HOME=/design/flow/orfs finish
</file>
<file path="flow/config.mk">
export PLATFORM = sky130hd
export DESIGN_NAME = register_file
export DESIGN_NICKNAME = register_file
export VERILOG_FILES = /design/flow/design.v
export SDC_FILE = /design/flow/constraint.sdc
export NUM_CORES = 4
export LEC_CHECK = 1
export CORE_UTILIZATION = 50
</file>
==> flow_summary_export.csv <==
group,metric,value,unit
global_routing,grt_pass1_wl,702,mm
clock_network,htreeDepth,2,
synth,synth-edff-count,0,
synth,netlist_instances,6629,
synth,netlist_top_cells_area,"dfxtp_1, dlxtn_1, a22oi_1",
synth,async_flop_share,0,
run_status,lastStage,"global routing (5_1_grt)",
global_routing,grt_max_degree,158,
floorplan,fp_util,0.506,
floorplan,ios,134,
timing,untimed_endpoints,496,
timing,unclocked_pins,496,
synth,syn_area,0.0508,mm^2
synth,flop_cell,"dlxtn_1",
run_status,status,"stopped before the end",
floorplan,fp.dieW,321,um
synth,yosysChipArea,0.0508,mm^2
synth,top_area_frac,0.195,
floorplan,rows,116,
synth,yosysWarnings,1011,
floorplan,die_y,321,um
clock_network,cts_root_buf,"clkbuf_16",
global_routing,grt_pass1_vias,76151,
clock_network,hold_buffers,0,
synth,largest_area_cell,"dfxtp_1",
synth,synth_cell_types,87,
placed_design,globalplace.congestion,1.71,
clock_network,clock_path_buffers,3,
clock_network,numCtsBuffers,58,
synth,avgSynthCellArea,7.66,um^2
synth,ys_cells,6629,
global_routing,globalRouteTotalUtil,1.01,
placed_design,placed_area,0.0589,mm^2
synth,numSynthFlops,992,
placed_design,port_buffers,133,
global_routing,grt_overflow_total,5941,
run_status,error,"[ERROR GRT-0116] Global routing finished with congestion. Check the congestion regions in the DRC Viewer.",
placed_design,dp_hpwl,328,mm
stage by stage:
step	hold slack, ns	std cells	setup TNS [ns]	worst slack (ns)
after floorplan	1.34	6629	0	0.812
after global placement	1.32	8275	-15.66	-0.728
after detailed placement	1.33	8275	-15.88	-0.679
after CTS	0.600	8385	-0.00746	-0.00542
metal layers:
layer / overflow / GRT usage
met1: 1081 / 0.997
met4: 953 / 0.969
met5: 143 / 0.875
met2: 2644 / 1.09
met3: 1120 / 0.973
kinds of logic after synthesis:
family / Yosys count / synth area share
latches: 496 / 0.147
muxes: 7 / 0.00140
DFF: 496 / 0.195
and+or+nand+nor: 2462 / 0.247
buffers and inverters: 703 / 0.0605
AOI/OAI and AO/OA: 2465 / 0.349
synth_stat cells, types with 7 or more instances:
| library cell | n |
|---|---|
| a21oi_1 | 300 |
| a22oi_1 | 482 |
| nand3b_1 | 23 |
| nor2_2 | 13 |
| o22ai_1 | 319 |
| a221oi_1 | 342 |
| buf_6 | 16 |
| nor3_1 | 131 |
| nand4_1 | 197 |
| and4_1 | 11 |
| dlxtn_1 | 496 |
| o21ai_0 | 396 |
| or3_1 | 9 |
| nand3_1 | 205 |
| and2_1 | 7 |
| dfxtp_1 | 496 |
| or3b_2 | 11 |
| nor2_1 | 593 |
| a2111oi_0 | 46 |
| nand2_1 | 489 |
| buf_4 | 25 |
| nand4b_1 | 7 |
| a222oi_1 | 82 |
| nand2b_1 | 23 |
| a31oi_1 | 7 |
| a31o_2 | 9 |
| and3_1 | 167 |
| nor4_1 | 17 |
| clkbuf_1 | 462 |
| o31a_1 | 9 |
| o21bai_1 | 19 |
| buf_2 | 175 |
| o221a_2 | 28 |
| o21a_1 | 30 |
| and3b_1 | 7 |
| a211oi_1 | 25 |
| nor2b_1 | 500 |
| buf_1 | 16 |
| nor3_2 | 12 |
| a22o_1 | 316 |
| inv_1 | 7 |
| a211o_1 | 12 |
what timing repair did:
action | CTS
setup buffers | 5
resized | 127
pin swaps | 23
cloned | 0
endpoints found under the setup margin | 64
